===== flow/design.v =====
module regalu(LEDR, SW, KEY, HEX0, HEX1, HEX2, HEX3, HEX4, HEX5);
	input[9:0] SW;
	input[2:0] KEY;
	output[7:0] LEDR;
	output[6:0] HEX0;
	output[6:0] HEX1;
	output[6:0] HEX2;
	output[6:0] HEX3;
	output[6:0] HEX4;
	output[6:0] HEX5;
	wire[7:0] Case0;
	wire[7:0] Case1;
	wire[7:0] Case2;
	wire[7:0] Case3;
	wire[7:0] Case4;
	wire[7:0] Case5;
	wire[7:0] Case6;
	wire[7:0] Case7;
	reg[7:0] Out;
	wire [7:0] Final;
	ripple u0 (
		.A(SW[3:0]),
		.B(4'b0001),
		.Sum(Case0[7:0])
	);
	ripple u1 (
		.A(SW[3:0]),
		.B(Final[3:0]),
		.Sum(Case1[7:0])
	);
	verisum u2 (
		.A(SW[3:0]),
		.B(Final[3:0]),
		.Sum(Case2[7:0])
	);
	xororor u3 (
		.A(SW[3:0]),
		.B(Final[3:0]),
		.Result(Case3[7:0])
	);
	reductionor u4 (
		.A(SW[3:0]),
		.B(Final[3:0]),
		.Result(Case4[7:0])
	);
	leftshift u5 (
		.A(SW[3:0]),
		.B(Final[3:0]),
		.Result(Case5[7:0])
	);
	rightshift u6 (
		.A(SW[3:0]),
		.B(Final[3:0]),
		.Result(Case6[7:0])
	);
	veriprod u7 (
		.A(SW[3:0]),
		.B(Final[3:0]),
		.Result(Case7[7:0])
	);
	always @(*)
	begin
		case(SW[7:5])
			3'b000: Out = Case0;  
			3'b001: Out = Case1;  
			3'b010: Out = Case2;  
			3'b011: Out = Case3;  
			3'b100: Out = Case4;  
			3'b101: Out = Case5;  
			3'b110: Out = Case6;  
			3'b111: Out = Case7;  
			default: Out = 8'b00000000;  
		endcase
	end
	flipflop u8(
		.d(Out[7:0]),
		.clock(KEY[0]),
		.reset_n(SW[9]),
		.q(Final[7:0])
	);
	assign LEDR = Final;
	sevenseg u9 (
		.Data(SW[3:0]),
		.Display(HEX0[6:0])
	);
	sevenseg u10 (
		.Data(Final[3:0]),
		.Display(HEX4[6:0])
	);
	sevenseg u11 (
		.Data(Final[7:4]),
		.Display(HEX5[6:0])
	);
	assign HEX1[6:0] = 7'b0000000;
	assign HEX2[6:0] = 7'b0000000;
	assign HEX3[6:0] = 7'b0000000;
endmodule
module flipflop(d, clock, reset_n, q);
	input[7:0] d;
	input clock;
	input reset_n;
	output reg[7:0] q;
	always @(posedge clock)  
	begin
		if(reset_n == 1'b0)  
			q <= 0;  
		else		 
			q <= d;  
	end
endmodule
module concat(A, B, Result);
	input[3:0] A;
	input[3:0] B;
	output[7:0] Result;
	assign Result[7:0] = {A, B};
endmodule
module reductionor(A, B, Result);
	input[3:0] A;
	input[3:0] B;
	output[7:0] Result;
	assign Result[0] = | {A, B};
	assign Result[7:1] = 7'b0000000;
endmodule
module xororor(A, B, Result);
	input[3:0] A;
	input[3:0] B;
	output[7:0] Result;
	assign Result[3:0] = A^B;
	assign Result[7:4] = A|B;
endmodule
module verisum(A, B, Sum);
	input[3:0] A;
	input[3:0] B;
	output[7:0] Sum;
	assign Sum[3:0] = A + B;
	assign Sum[7:4] = 4'b0000;
endmodule
module leftshift(A, B, Result);
	input[3:0] A;
	input[3:0] B;
	output[7:0] Result;
	assign Result = B << A;
endmodule
module rightshift(A, B, Result);
	input[3:0] A;
	input[3:0] B;
	output[7:0] Result;
	assign Result = B >> A;
endmodule
module veriprod(A, B, Result);
	input[3:0] A;
	input[3:0] B;
	output[7:0] Result;
	assign Result = A*B;
endmodule
module ripple(A, B, Sum);
	input[3:0] A;
	input[3:0] B;
	output[7:0] Sum;
	wire dummy;
	wire w01;
	wire w12;
	wire w23;
	full_adder u0 (
		.sum(Sum[0]),
		.cout(w01),
		.a(A[0]),
		.b(B[0]),
		.cin(1'b0)
	);
	full_adder u1 (
		.sum(Sum[1]),
		.cout(w12),
		.a(A[1]),
		.b(B[1]),
		.cin(w01)
	);
	full_adder u2 (
		.sum(Sum[2]),
		.cout(w23),
		.a(A[2]),
		.b(B[2]),
		.cin(w12)
	);
	full_adder u3 (
		.sum(Sum[3]),
		.cout(dummy),
		.a(A[3]),
		.b(B[3]),
		.cin(w23)
	);
	assign Sum[7:4] = 4'b0000;
endmodule
module full_adder(sum, cout, a, b, cin);
	output sum, cout;
	input a, b, cin;
	assign sum = a^b^cin;
	assign cout = (a&b)|(cin&(a^b));
endmodule
module sevenseg (Display, Data);
	input[3:0] Data;
	output[6:0] Display;
	assign Display[0] = ~Data[3] & ~Data[2] & ~Data[1] &  Data[0] |
			 ~Data[3] &  Data[2] & ~Data[1] & ~Data[0] |
			  Data[3] &  Data[2] & ~Data[1] &  Data[0] |
			  Data[3] & ~Data[2] &  Data[1] &  Data[0];
	assign Display[1] = ~Data[3] &  Data[2] & ~Data[1] &  Data[0] |
			  Data[3] &  Data[2] & ~Data[1] & ~Data[0] |
			  Data[3] &           Data[1] &  Data[0] |
			           Data[2] &  Data[1] & ~Data[0];
	assign Display[2] =  Data[3] &  Data[2] & ~Data[1] & ~Data[0] |
			 ~Data[3] & ~Data[2] &  Data[1] & ~Data[0] |
			  Data[3] &  Data[2] &  Data[1];
	assign Display[3] = ~Data[3] &  Data[2] & ~Data[1] & ~Data[0] |
			          ~Data[2] & ~Data[1] &  Data[0] |
			           Data[2] &  Data[1] &  Data[0] |
			  Data[3] & ~Data[2] &  Data[1] & ~Data[0];
	assign Display[4] = ~Data[3] &                    Data[0] |
			 ~Data[3] &  Data[2] & ~Data[1]          |
			          ~Data[2] & ~Data[1] &  Data[0];
	assign Display[5] = ~Data[3] & ~Data[2]          &  Data[0] |
			 ~Data[3] & ~Data[2] &  Data[1]          |
			 ~Data[3] &           Data[1] &  Data[0] |
			  Data[3] &  Data[2] & ~Data[1] &  Data[0];
	assign Display[6] = ~Data[3] & ~Data[2]  & ~Data[1]         |
			 ~Data[3] &  Data[2] &  Data[1] &  Data[0] |
			  Data[3] &  Data[2] & ~Data[1] & ~Data[0];
endmodule

===== flow/config.mk =====
export PLATFORM = sky130hd
export DESIGN_NAME = regalu
export DESIGN_NICKNAME = regalu
export VERILOG_FILES = /design/flow/design.v
export SDC_FILE = /design/flow/constraint.sdc
export NUM_CORES = 4
export LEC_CHECK = 1
export CORE_AREA = 10 10 106 106
export DIE_AREA = 0 0 116 116

===== flow/constraint.sdc =====
current_design regalu

set clk_period 3.4
set clk_io_pct 0.2

create_clock -name clk0 -period $clk_period [get_ports {KEY}]

set non_clock_inputs [all_inputs -no_clocks]
set_input_delay [expr $clk_period * $clk_io_pct] -clock clk0 $non_clock_inputs
set_output_delay [expr $clk_period * $clk_io_pct] -clock clk0 [all_outputs]

===== flow/run.sh =====
#!/bin/bash
# OpenROAD 26Q1-2900-gdf79404cd8, Yosys 0.63+post, stock flow scripts
make -C /OpenROAD-flow-scripts/flow DESIGN_CONFIG=/design/flow/config.mk WORK_HOME=/design/flow/orfs finish

==> qor.yml <==
timing:
  fin_ws_ps: 143.1
  fmax_mhz: 307.0
  setup_violations: 0
  tightest_slew_ps: 784.0
  layout_min_cycle_time_ps: 3257
  min_period_over_period_pct: 95.79
  relSlewSlack_pct: 47.57
  rsz0062_at_grt: "false"
  timing.final.max_slew_violations: 0
  finalHoldViolCount: 0
  finClkSkew_ps: 0
clock_tree:
  cts_hold_buf: 0
  cts_htree_levels: 1
  cts_tree: "built"
  ctsRootBufferMaster: "clkbuf_8"
  cts_sinks: 8
  clk_latency_ps: 210
  cts_buffers: 3
  cts_max_path_buffers: 2
  clkSlewWorstSetupHoldPaths_ps: 30
  postCtsSetupBuffers: 0
drt:
  wirelength_um: 6267
  insertedDiodeCount: 0
  ant_nets: 0
  num_vias: 2167
  dr.pass1.iters: 4
  remaining_drc_errors: 0
  post_drt_wl_per_cell_um: 13.99
  drtIter0Drc: 159
  via_per_inst: 4.837
place:
  io_buffers: 37
  dp_hpwl_um: 4949
  gp_congestion: 0.9142
  dp_slack_ps: -287.0
synthesis:
  synth_cells: 305
  yosysSeqAreaShare_pct: 7.433
  synth.comb.largest_family: "AND-OR/OR-AND gates"
  ys_cells: 305
  ys_area_um2: 2155
  ys_warn_count: 2
  synth_flops: 8
  synth.largest_area_cell: "ha_1"
  synth-async-reset-ratio_pct: 0
  syn_area_um2: 2155
  yosys.area_share.simple_pct: 21.60
  ys_sh_aoi_pct: 26.36
  synth.area.mux_share_pct: 4.239
  top_area_share_pct: 14.52
  synth-main-ff-cell: "dfxtp_1"
  synth.distinct_cells: 54
  avgSynthCellArea_um2: 7.064
  adder_share_pct: 20.56
  netlist_top_cells_area: "ha_1 (15%), buf_4 (9.8%), dfxtp_1 (7.4%)"
  synth-xor-area-share_pct: 2.033
  edf_count: 0
final_layout:
  drive_above_1_share_pct: 9.706
  top_regs: "u8.q (8)"
  layout_top_cell: "clkdlybuf4s50_1"
  final.fill_count: 962
  largest_reg_flops: 8
  fin_util_pct: 30.01
  regMostFlops: "u8.q"
  layout.cells.most_common_list: "clkdlybuf4s50_1 (35), nor2_1 (30), o21ai_0 (28), ha_1 (24), nand2_1 (23)"
  syn2layout_area_growth_pct: 23.23
min_path:
  hold_class: "reg2reg"
die:
  core_um2: 8848
  ios: 63
  num_rows: 34
  die_width_um: 116
  die_h_um: 116
  dieArea_um2: 13460
  fp_util_pct: 24.35
power:
  combPwrFrac_pct: 61.0
  power.leakage_uw: 0.001181
  swShare_pct: 35.55
  internal_power_uw: 338.2
  p_seq_share_pct: 20.4
  max-vdd-ir-drop_mv: 0.09359
  power.switching_uw: 186.6
  p_per_area_nw_per_um2: 197.7
  p_clk_share_pct: 18.6
critical_path:
  cp_slowest_cell: "fa_1"
  required_ps: 3530
  crit_arrival_ps: 3390
  max_stage_delay_ps: 500
  path_buffers: 4
  cp-end-kind: "flip-flop"
  path_cells: "clkdlybuf4s50_1 > buf_4 > ha_1 > inv_1 > fa_1 > inv_1 > ha_1 > ha_4 > nor2b_1 > o21a_1 > o31a_1 > a31oi_1"
  crit_type: "in2reg"
  cp_max_fo: 4
  crit_family: "adder cells"
  start_kind: "input port"
grt:
  overflow: 0
  grt_pass1_vias: 2101
  grt_max_degree: 23
  antenna_found_initial: 0
  grt_usage_pct: 9.072
  grt_pass1_wl_um: 10010
run:
  max-cap-violations: 0
  warning_count: 64
outcome:
  status: "complete, no violations"
[worst reg2reg max path, stage by stage (launching register included)]
cell,delay [ps]
dfxtp_1,360
buf_4,230
inv_1,150
nor2_1,130
ha_1,240
ha_1,280
ha_1,220
inv_1,70
fa_1,400
nand2b_4,150
a21boi_2,150
o21ai_1,80
a31oi_1,170
[synth_stat cells (all sizes together), types with 3 or more instances]
| library cell | number |
|---|---|
| o22ai | 4 |
| a31oi | 6 |
| dfxtp | 8 |
| buf | 44 |
| a211oi | 5 |
| o31a | 4 |
| nor3 | 10 |
| nor2 | 30 |
| inv | 20 |
| and3 | 5 |
| nand2 | 23 |
| nand2b | 6 |
| mux2i | 8 |
| fa | 6 |
| a21o | 3 |
| nand3 | 6 |
| a21oi | 18 |
| o21ai | 30 |
| xor2 | 3 |
| ha | 25 |
[stage by stage]
step           hold slack [ps]  TNS (ps)  instances  total power [uW]  cell area, um2
6_report                 851.6         0        448             524.8            2655
5_1_grt                  911.5         0        448             596.3            2655
4_1_cts                  835.8         0        448             544.5            2623
3_5_place_dp             823.6    -934.6        445             422.4            2581
3_3_place_gp             810.8    -877.1        445             421.3            2581
2_1_floorplan            736.6         0        325             310.3            2230
[what timing repair did]
item                                    4_1_cts  5_1_grt
endpoints found under the setup margin        1        5
pin swaps                                     1        3
resized                                       1        7
[power groups by stage]
| stage | combinational (uW) | sequential (uW) | clock [uW] |
|---|---|---|---|
| global route | 364 | 108 | 125 |
| CTS | 318 | 106 | 120 |
| finish | 320 | 107 | 97.6 |
[per-layer routing]
metal,track usage (%),vias to the layer above,part of all wire [%],routed length [um]
met4,0.5838,0,0.34,21
met3,2.616,2,7.5,470
li1,-,1111,-,-
met2,15.51,58,46,2911
met5,0,-,0,0
met1,11.60,996,46,2863
[cells by family (layout without fill, tap and decap cells)]
| logic type | after synthesis | in the layout |
|---|---|---|
| buf+inv | 65 | 80 |
| fa+ha+maj | 32 | 32 |
| other cells | 1 | 21 |
| simple gates | 95 | 95 |
| xor+xnor | 5 | 5 |
| compound gates | 90 | 90 |
| mux | 9 | 9 |
| flops | 8 | 8 |
[worst paths after layout]
path         depth (start not counted)                from  slack, ps                  to
max                                 12               SW[2]        140  u8.q[6]$_SDFF_PN0_
max reg2reg                         12  u8.q[2]$_SDFF_PN0_        680  u8.q[3]$_SDFF_PN0_
min reg2reg                          4  u8.q[0]$_SDFF_PN0_        850  u8.q[0]$_SDFF_PN0_
min                                  4  u8.q[0]$_SDFF_PN0_        850  u8.q[0]$_SDFF_PN0_
[cell type report]
type | instances | area, um2 | share of cell area (%)
inverters | 20 | 75.07 | 2.828
repair buffers | 57 | 529.3 | 19.93
well taps | 108 | 135.1 | 5.090
flip-flops and latches | 8 | 160.2 | 6.032
multi-input cells | 252 | 1714 | 64.56
clock buffers | 3 | 41.29 | 1.555
No activity file was given, so power comes from the tool's default toggle rates.
